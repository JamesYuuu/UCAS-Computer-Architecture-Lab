## run.sh

```bash
#!/bin/bash
# OpenROAD 26Q1-2900-gdf79404cd8, Yosys 0.63+post, stock flow scripts
make -C /OpenROAD-flow-scripts/flow DESIGN_CONFIG=/design/flow/config.mk WORK_HOME=/design/flow/orfs finish
```

## config.mk

```make
export PLATFORM = sky130hd
export DESIGN_NAME = tlb
export DESIGN_NICKNAME = tlb
export VERILOG_FILES = /design/flow/design.v
export SDC_FILE = /design/flow/constraint.sdc
export NUM_CORES = 4
export LEC_CHECK = 1
export CORE_UTILIZATION = 40
```

## constraint.sdc

```tcl
current_design tlb

set clk_period 23.4
set clk_io_pct 0.2

create_clock -name clk0 -period $clk_period [get_ports {clk}]

set non_clock_inputs [all_inputs -no_clocks]
set_input_delay [expr $clk_period * $clk_io_pct] -clock clk0 $non_clock_inputs
set_output_delay [expr $clk_period * $clk_io_pct] -clock clk0 [all_outputs]
```

## design.v

```verilog
module tlb
#(parameter TLBNUM = 16)
(
    input  wire                         clk,
    input  wire  [18:0]                 s0_vppn,
    input  wire                         s0_va_bit12,
    input  wire  [9:0]                  s0_asid,
    output wire                         s0_found,
    output wire  [$clog2(TLBNUM)-1:0]   s0_index,
    output wire  [19:0]                 s0_ppn,
    output wire  [5:0]                  s0_ps,
    output wire  [1:0]                  s0_plv,
    output wire  [1:0]                  s0_mat,
    output wire                         s0_d,
    output wire                         s0_v,
    input  wire  [18:0]                 s1_vppn,
    input  wire                         s1_va_bit12,
    input  wire  [9:0]                  s1_asid,
    output wire                         s1_found,
    output wire  [$clog2(TLBNUM)-1:0]   s1_index,
    output wire  [19:0]                 s1_ppn,
    output wire  [5:0]                  s1_ps,
    output wire  [1:0]                  s1_plv,
    output wire  [1:0]                  s1_mat,
    output wire                         s1_d,
    output wire                         s1_v,
    input  wire                         invtlb_valid,
    input  wire  [4:0]                  invtlb_op,
    input  wire                         we,
    input  wire  [$clog2(TLBNUM)-1:0]   w_index,
    input  wire                         w_e,
    input  wire  [18:0]                 w_vppn,
    input  wire  [5:0]                  w_ps,
    input  wire  [9:0]                  w_asid,
    input  wire                         w_g,
    input  wire  [19:0]                 w_ppn0,
    input  wire  [1:0]                  w_plv0,
    input  wire  [1:0]                  w_mat0,
    input  wire                         w_d0,
    input  wire                         w_v0,
    input  wire  [19:0]                 w_ppn1,
    input  wire  [1:0]                  w_plv1,
    input  wire  [1:0]                  w_mat1,
    input  wire                         w_d1,
    input  wire                         w_v1,
    input  wire  [$clog2(TLBNUM)-1:0]   r_index,
    output wire                         r_e,
    output wire  [18:0]                 r_vppn,
    output wire  [5:0]                  r_ps,
    output wire  [9:0]                  r_asid,
    output wire                         r_g,
    output wire  [19:0]                 r_ppn0,
    output wire  [1:0]                  r_plv0,
    output wire  [1:0]                  r_mat0,
    output wire                         r_d0,
    output wire                         r_v0,
    output wire  [19:0]                 r_ppn1,
    output wire  [1:0]                  r_plv1,
    output wire  [1:0]                  r_mat1,
    output wire                         r_d1,
    output wire                         r_v1
);
reg [TLBNUM-1:0] tlb_e;                          
reg [TLBNUM-1:0] tlb_ps4MB;                      
reg [18:0]       tlb_vppn [TLBNUM-1:0];          
reg [9:0]        tlb_asid [TLBNUM-1:0];          
reg              tlb_g    [TLBNUM-1:0];          
reg [19:0]       tlb_ppn0 [TLBNUM-1:0];          
reg [1:0]        tlb_plv0 [TLBNUM-1:0];          
reg [1:0]        tlb_mat0 [TLBNUM-1:0];          
reg              tlb_d0   [TLBNUM-1:0];          
reg              tlb_v0   [TLBNUM-1:0];          
reg [19:0]       tlb_ppn1 [TLBNUM-1:0];          
reg [1:0]        tlb_plv1 [TLBNUM-1:0];          
reg [1:0]        tlb_mat1 [TLBNUM-1:0];          
reg              tlb_d1   [TLBNUM-1:0];          
reg              tlb_v1   [TLBNUM-1:0];          
wire [TLBNUM-1:0] match0;
wire [TLBNUM-1:0] match1;
wire              cond1      [TLBNUM-1:0];       
wire              cond2      [TLBNUM-1:0];       
wire              cond3      [TLBNUM-1:0];       
wire              cond4      [TLBNUM-1:0];       
wire              inv_match  [TLBNUM-1:0];  
genvar i;
    generate
        for (i = 0; i < TLBNUM; i = i + 1)
        begin: tlb_match
            assign match0[i] = (s0_vppn[18:10] == tlb_vppn[i][18:10])
                            && (tlb_ps4MB[i] || s0_vppn[9:0] == tlb_vppn[i][9:0])
                            && ((s0_asid == tlb_asid[i]) || tlb_g[i]);
            assign match1[i] = (s1_vppn[18:10] == tlb_vppn[i][18:10])
                            && (tlb_ps4MB[i] || s1_vppn[9:0] == tlb_vppn[i][9:0])
                            && ((s1_asid == tlb_asid[i]) || tlb_g[i]);
            assign cond1[i] = (tlb_g[i] == 0);
            assign cond2[i] = (tlb_g[i] == 1);
            assign cond3[i] = (s1_asid == tlb_asid[i]);
            assign cond4[i] = (s1_vppn[18:10] == tlb_vppn[i][18:10])
                            && (tlb_ps4MB[i] || s1_vppn[9:0] == tlb_vppn[i][9:0]);
            assign inv_match[i] = (invtlb_op == 5'd0 || invtlb_op == 5'd1) && (cond1[i] || cond2[i])
                               || (invtlb_op == 5'd2 && cond2[i])
                               || (invtlb_op == 5'd3 && cond1[i])
                               || (invtlb_op == 5'd4) && (cond1[i] && cond3[i])
                               || (invtlb_op == 5'd5) && (cond1[i] && cond3[i] && cond4[i])
                               || (invtlb_op == 5'd6) && ((cond2[i] || cond3[i]) && cond4[i]);
        end
    endgenerate
genvar j;
    generate
        for (j = 0; j < TLBNUM; j = j + 1)
        begin: tlb_write
            always @(posedge clk)
            begin
                if (we && w_index==j)
                begin
                    tlb_e[j]     <= w_e;   
                    tlb_ps4MB[j] <= (w_ps == 6'd22);
                    tlb_vppn[j]  <= w_vppn;
                    tlb_asid[j]  <= w_asid;
                    tlb_g[j]     <= w_g;
                    tlb_ppn0[j]  <= w_ppn0;
                    tlb_plv0[j]  <= w_plv0;
                    tlb_mat0[j]  <= w_mat0;
                    tlb_d0[j]    <= w_d0;
                    tlb_v0[j]    <= w_v0;
                    tlb_ppn1[j]  <= w_ppn1;
                    tlb_plv1[j]  <= w_plv1;
                    tlb_mat1[j]  <= w_mat1;
                    tlb_d1[j]    <= w_d1;
                    tlb_v1[j]    <= w_v1;
                end 
                else if (inv_match[j] && invtlb_valid)        
                begin
                    tlb_e[j] <= 1'b0;
                end    
            end
        end
    endgenerate
wire   s0_odd;
assign s0_odd   = tlb_ps4MB[s0_index] ? s0_vppn[9] : s0_va_bit12;
assign s0_found = (match0 != 16'b0);
assign s0_index = (match0[0]) ? 4'd0 :
                  (match0[1]) ? 4'd1 :
                  (match0[2]) ? 4'd2 :
                  (match0[3]) ? 4'd3 :
                  (match0[4]) ? 4'd4 :
                  (match0[5]) ? 4'd5 :
                  (match0[6]) ? 4'd6 :
                  (match0[7]) ? 4'd7 :
                  (match0[8]) ? 4'd8 :
                  (match0[9]) ? 4'd9 :
                  (match0[10]) ? 4'd10 :
                  (match0[11]) ? 4'd11 :
                  (match0[12]) ? 4'd12 :
                  (match0[13]) ? 4'd13 :
                  (match0[14]) ? 4'd14 :
                  (match0[15]) ? 4'd15 : 4'd0;
assign s0_ppn   = (s0_odd) ? tlb_ppn1[s0_index] : tlb_ppn0[s0_index];
assign s0_ps    = (tlb_ps4MB[s0_index]) ? 6'd22 : 6'd12;
assign s0_plv   = (s0_odd) ? tlb_plv1[s0_index] : tlb_plv0[s0_index];
assign s0_mat   = (s0_odd) ? tlb_mat1[s0_index] : tlb_mat0[s0_index];
assign s0_d     = (s0_odd) ? tlb_d1[s0_index]   : tlb_d0[s0_index];
assign s0_v     = (s0_odd) ? tlb_v1[s0_index]   : tlb_v0[s0_index];
wire   s1_odd;
assign s1_odd   = tlb_ps4MB[s1_index] ? s1_vppn[9] : s1_va_bit12;
assign s1_found = (match1 != 16'b0);
assign s1_index = (match1[0]) ? 4'd0 :
                  (match1[1]) ? 4'd1 :
                  (match1[2]) ? 4'd2 :
                  (match1[3]) ? 4'd3 :
                  (match1[4]) ? 4'd4 :
                  (match1[5]) ? 4'd5 :
                  (match1[6]) ? 4'd6 :
                  (match1[7]) ? 4'd7 :
                  (match1[8]) ? 4'd8 :
                  (match1[9]) ? 4'd9 :
                  (match1[10]) ? 4'd10 :
                  (match1[11]) ? 4'd11 :
                  (match1[12]) ? 4'd12 :
                  (match1[13]) ? 4'd13 :
                  (match1[14]) ? 4'd14 :
                  (match1[15]) ? 4'd15 : 4'd0;
assign s1_ppn   = (s1_odd) ? tlb_ppn1[s1_index] : tlb_ppn0[s1_index];
assign s1_ps    = (tlb_ps4MB[s1_index]) ? 6'd22 : 6'd12;
assign s1_plv   = (s1_odd) ? tlb_plv1[s1_index] : tlb_plv0[s1_index];
assign s1_mat   = (s1_odd) ? tlb_mat1[s1_index] : tlb_mat0[s1_index];
assign s1_d     = (s1_odd) ? tlb_d1[s1_index]   : tlb_d0[s1_index];
assign s1_v     = (s1_odd) ? tlb_v1[s1_index]   : tlb_v0[s1_index];
assign r_e      = tlb_e[r_index]; 
assign r_vppn   = tlb_vppn[r_index];
assign r_ps     = tlb_ps4MB[r_index] ? 6'd22 : 6'd12;
assign r_asid   = tlb_asid[r_index];
assign r_g      = tlb_g[r_index];
assign r_ppn0   = tlb_ppn0[r_index];
assign r_plv0   = tlb_plv0[r_index];
assign r_mat0   = tlb_mat0[r_index];
assign r_d0     = tlb_d0[r_index];
assign r_v0     = tlb_v0[r_index];
assign r_ppn1   = tlb_ppn1[r_index];
assign r_plv1   = tlb_plv1[r_index];
assign r_mat1   = tlb_mat1[r_index];
assign r_d1     = tlb_d1[r_index];
assign r_v1     = tlb_v1[r_index];
endmodule
```

==> notes.md <==
Numbers from the implementation run.

The run finished, with violations left. The final reports fail on capacitance limit, slew limit. After clock tree synthesis, the flow added hold-fix buffers numbering 0.

The maximum clock skew at final layout is 20.7 ps. The top logic cell family in the synthesized netlist is AND-OR/OR-AND gates. The average via count per standard cell is 7.22.

Per the OpenROAD floorplan log, the area of the die is 0.183 mm². According to the timing report, the arrival time at the worst endpoint equals 12,500 ps. The start point of the worst min-delay path is tlb_g[10]$_DFFE_PP_. In the final layout, flip-flops and latches occupy 0.0404 mm². Detailed placement reports a standard cell area of 0.0794 mm². The number of antenna violations at the first check in global routing is 29.

The synthesis stat section lists a flop and latch total of 1,344. The met3 demand-to-capacity share in global routing is 0.316. The area recorded from the Yosys report for this design is 0.0727 mm². The met1 global-route usage is 0.502. The via count of the first global-routing pass is 64,000.

After synthesis, the cell types taking the most area are edfxtp_1 (56%), xor2_1 (7.6%), a22oi_1 (6.2%), xnor2_1 (3.6%), a221oi_1 (2.2%). The number of placed I/O pins is 328. The number of CTS-inserted buffers is 148. The CTS root buffer is clkbuf_16. The data required time at the worst endpoint is 18,720 ps.

The worst max-slew margin expressed relative to the limit is -0.0502. The worst setup slack for register-to-register paths is 19,860 ps. The area of the multi-input gates is 0.0303 mm². The flow reported a cell area power density of 67.6 mW/mm². The worst-case IR drop observed on VDD is 0.0586 mV. The die width is 428 µm. The cell-mix breakdown from Yosys lists the adder-cell area share as 0. Per the placement log, port buffering inserted 318 buffers. The number of levels the H-tree was split into is 4. The number of cells in the yosys synthesis report is 5,929.

Static timing analysis puts the maximum clock frequency at 58.2 MHz. The final critical path time including I/O delays and setup is 17,180 ps. The synthesized netlist handed to floorplanning was reported with a cell count of 5,929. The share of the core area taken by cells at floorplan is 0.403. The final critical-path share of the clock period is 0.734. The path class of the tightest hold or removal check is reg2reg.

The global-route wire length before repair is 519,000 µm. After clock tree synthesis, the clock-pin slew on the worst setup and hold paths is 60 ps. For this run, the leading register cell type out of synthesis is edfxtp_1. In this run the vertical extent of the chip is 428 µm. Summed over all failing endpoints, the final setup total negative slack is 0 ps.

After global routing, the most crowded layer is met2. The overall routing resource usage is 0.438. The share of the core filled with cells is 0.467. The clock sink total is 1,344. The worst-case hold path end point is tlb_e[10]$_SDFFCE_PN0P_.

For this block, the initial DRC count from the detailed router was 8,118. The fraction of met2 tracks used by global routing is 0.589. The simple-gate area share of the yosys netlist is 0.0825.

Of the cells placed in the final design, the portion with a size suffix greater than 1 is 0.108. The count of cells along the worst hold path is 3. In this run, the synthesized area fraction spent on AND-OR/OR-AND gates is recorded as 0.190. The number of gates given a new drive strength after cts is 0. The critical path launch point is s1_vppn[6].

The leakage dissipation is 27.5 nW. The number of warnings printed during yosys synthesis is 14. Routability-driven placement finished with a final weighted congestion of 1.10.

The capture point of the worst register-to-register path is recorded as tlb_e[11]$_SDFFCE_PN0P_. The number of placement rows is 156. The total via count in the routed design is 62,900. The routed design has 384,000 µm of wire. The endpoint kind of the worst setup timing path is an output port. The area growth from synthesis to final layout is 16.1%.

Setup repair after global routing left no endpoint under its margin. The area inside the core boundary is 0.181 mm². The logic depth of the worst register-to-register path is 7. The routed wirelength normalized by instance count is 44.0 µm. The mux contribution to synthesized area is 0.0252. The post-synthesis xor/xnor area fraction is 0.112. For this run the detailed placement stage logged an HPWL of 242,000 µm.

The worst setup path is of the in2out kind. The synthesized design spends more area on one cell type than any other, namely edfxtp_1. The final hold violation count is 0. The detail route stage leaves a number of antenna-violating nets equal to 0. After routing the design area is 0.0844 mm².

The critical-path maximum fanout is 41. Per the detail_route report, DRC violations left total 0. The number of enable flip-flop cells is 1,344. The post-CTS repair timing setup buffer count is 0. The report counts max-capacitance violations totalling 1. The startpoint identified for the worst register-to-register timing path is tlb_vppn[11][6]$_DFFE_PP_. The portion of synthesized cell area occupied by the leading cell type is 0.555. Yosys mapped the design onto 100 distinct sky130hd cell types. The clock latency of the later-clocked register in the worst-skew pair is 810 ps. The max-slew violation count is 20. The summed instance area of the synthesized netlist is 0.0727 mm².

The first TritonRoute pass finished after 14 iterations. Of all flip-flops after synthesis, the portion carrying an async set or reset was 0. The longest clock path from root to sink contains 3 buffers. The final setup violation count is 0. The global route stage reports its total congestion overflow as 0. Entering global routing, the biggest net connects 81 pins. TritonCTS built the clock tree. The fill cell instance count of the final layout is 15,900. For the pin with the worst max-slew slack, the measured transition is 1570 ps. The OpenROAD warning count is 26. The final power report lists total power as 5.70 mW. The sequential-to-total area share from yosys stat is 0.555. Each instance of the synthesized netlist takes up on average 12.3 µm². STA classifies the critical path startpoint as an input pin.
-- worst max path at each step --
stage                 slack [ps]          to  depth (start not counted)
after global routing        6020  s1_ppn[10]                         19
after CTS                   6460   s1_ppn[7]                         19
final                       6220  s1_ppn[10]                         19
-- per-layer routing --
layer,share of wire,vias to the layer above
met5,0.0038,-
met4,0.081,73
met3,0.18,1827
met2,0.41,6648
met1,0.32,30000
li1,-,24400
-- metrics by stage --
| step | hold slack, ps | setup WS, ps | cells |
|---|---|---|---|
| after floorplan | 741 | 10590 | 5936 |
| after global placement | 986 | 6480 | 8431 |
| after detailed placement | 992 | 6470 | 8431 |
| after CTS | 1010 | 6460 | 8696 |
| after global routing | 1050 | 6020 | 8710 |
| final | 1000 | 6220 | 8718 |
-- cell type report --
type / count / area share
Multi-Input combinational cell: 4062 / 0.359
Tap cell: 2370 / 0.0352
Clock buffer: 183 / 0.0462
Sequential cell: 1344 / 0.478
Antenna cell: 22 / 0.000653
Timing Repair Buffer: 628 / 0.0672
Clock inverter: 82 / 0.0118
Inverter: 27 / 0.00120
-- Yosys cell counts (10+ instances only) --
cell type	count
o211a_1	10
nand2b_1	14
a41oi_1	40
mux2_2	19
a22oi_1	602
inv_1	26
a211oi_2	10
o21ai_0	78
a21o_1	20
buf_1	39
a2111oi_0	23
o22a_1	80
edfxtp_1	1344
clkbuf_1	274
nand2_1	384
a21oi_1	260
a222oi_1	92
a221oi_1	185
nor3_1	90
o2111ai_1	28
buf_6	27
nor2_1	89
o22ai_1	20
o211ai_1	22
a22o_1	113
and3_1	23
a211oi_1	50
buf_2	105
a221o_1	64
buf_4	55
nand4_1	181
and2_1	32
mux2i_1	133
xnor2_1	300
mux4_2	10
a31oi_1	27
nand3_1	120
nor4_1	166
o221ai_1	16
xor2_1	628
-- placed cells by master (no fill, tap or decap), types with 113 or more instances in the layout --
| cell type | count |
|---|---|
| a22oi_1 | 602 |
| a21oi_1 | 259 |
| clkdlybuf4s50_1 | 318 |
| xnor2_1 | 300 |
| xor2_1 | 628 |
| edfxtp_1 | 1344 |
| clkbuf_16 | 151 |
| nand4_1 | 181 |
| nand3_1 | 120 |
| mux2i_1 | 133 |
| nor4_1 | 160 |
| nand2_1 | 381 |
| buf_4 | 297 |
| a22o_1 | 113 |
| a221oi_1 | 185 |
-- where the power goes --
| part | leakage [nW] | switching, mW | internal, mW |
|---|---|---|---|
| clock network | 2.38 | 0.999 | 1.41 |
| logic | 13.0 | 0.332 | 0.202 |
| registers | 12.1 | 0.0567 | 2.70 |
-- registers in the layout (all words and copies together), names as in the netlist --
register / flops
tlb_v1: 16
tlb_v0: 16
tlb_plv0: 32
tlb_e: 16
tlb_g: 16
tlb_ppn1: 320
tlb_asid: 160
tlb_ppn0: 320
tlb_plv1: 32
tlb_d1: 16
tlb_mat0: 32
tlb_ps4MB: 16
tlb_d0: 16
tlb_mat1: 32
tlb_vppn: 304
-- kinds of logic (layout without fill, tap and decap cells) --
| kind of cell | count (synthesis) | count (layout) |
|---|---|---|
| AND/OR/NAND/NOR | 1165 | 1165 |
| multiplexers | 166 | 166 |
| buffers and inverters | 530 | 920 |
| XOR/XNOR | 928 | 928 |
| flip-flops | 1344 | 1344 |
| other | 2 | 31 |
| AND-OR/OR-AND | 1794 | 1794 |
-- worst max-delay path, cell delays in order --
cell and delay [ps]:
clkdlybuf4s50_1 450, buf_4 300, xor2_1 110, nor4_1 830
a41oi_1 450, a211oi_1 800, a211oi_1 200, o21a_1 310
nor3_4 110, buf_4 560, mux2i_1 160, a2111o_1 410
nor2_4 260, mux2i_4 290, buf_4 350, buf_4 710
a221oi_1 180, a211oi_1 630, clkdlybuf4s50_1 600
Power and IR drop assume default switching activity.
